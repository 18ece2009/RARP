==> run.sh <==
#!/bin/bash
# OpenROAD 26Q1-2900-gdf79404cd8, Yosys 0.63+post, stock flow scripts
make -C /OpenROAD-flow-scripts/flow DESIGN_CONFIG=/design/flow/config.mk WORK_HOME=/design/flow/orfs finish
==> config.mk <==
export PLATFORM = sky130hd
export DESIGN_NAME = rarp_tra
export DESIGN_NICKNAME = rarp_tra
export VERILOG_FILES = /design/flow/design.v
export SDC_FILE = /design/flow/constraint.sdc
export NUM_CORES = 4
export LEC_CHECK = 1
export CORE_UTILIZATION = 50
==> constraint.sdc <==
current_design rarp_tra

set clk_period 3.8
set clk_io_pct 0.2

create_clock -name clk0 -period $clk_period [get_ports {clk}]

set non_clock_inputs [all_inputs -no_clocks]
set_input_delay [expr $clk_period * $clk_io_pct] -clock clk0 $non_clock_inputs
set_output_delay [expr $clk_period * $clk_io_pct] -clock clk0 [all_outputs]
==> design.v <==
`timescale 1ns / 1ps
module rarp_tra(hdw_length,pro_length,operation,hdr_type,proto_type,send_hdr_addr,send_ip_addr,target_hdr_addr,target_ip_addr,transmitted_op,clk,op_ack,input_hold);
input [15:0] hdr_type;         
input [15:0] proto_type;       
input [47:0] send_hdr_addr;    
input [31:0] send_ip_addr;     
input [47:0] target_hdr_addr;  
input [31:0] target_ip_addr;   
input [7:0] hdw_length;
input [15:8] pro_length;
input [31:0] operation;
input clk;                     
output reg [31:0] transmitted_op;  
output reg op_ack=1;   
output reg input_hold=0;
 reg [31:0] R0;
 reg [31:0] R1;
 reg [31:0] R2;
 reg [31:0] R3;
 reg [31:0] R4;
 reg [31:0] R5;
 reg [31:0] R6;
 parameter s0=3'b000;
 parameter s1=3'b001;
 parameter s2=3'b010;
 parameter s3=3'b011;
 parameter s4=3'b100;
 parameter s5=3'b101;
 parameter s6=3'b110;
reg [2:0]state;
reg [2:0]next_state=s0;
always@(posedge clk & op_ack)
begin
  R0 <= {hdr_type,proto_type};
  R1 <={hdw_length,pro_length,operation};
  R2 <= send_hdr_addr[47:16];
  R3 <= {send_hdr_addr[15:0],send_ip_addr[31:16]};
  R4 <= {send_ip_addr[15:0],target_hdr_addr[47:32]};
  R5 <= target_hdr_addr[31:0];
  R6 <= target_ip_addr;
  op_ack<=0;
 end
always@(posedge clk)
begin
state<=next_state;
end   
always@(state)
begin
case(state)
s0 : begin 
     next_state<=s1;
     transmitted_op<=R0;
     input_hold<=1;
     end
s1 : begin
     next_state<=s2;
     transmitted_op<=R1;
     end     
s2 : begin
     next_state<=s3;
     transmitted_op<=R2;
     end
s3 : begin 
     next_state<=s4;
     transmitted_op<=R3;
     end
s4 : begin 
     next_state<=s5;
     transmitted_op<=R4;
     end
s5 : begin 
     next_state<=s6;
     transmitted_op<=R5;
     end
 s6 : begin 
          next_state<=s0;
          transmitted_op<=R6;
          op_ack<=1;
          input_hold<=0;
          end   
default : next_state<=s0;
endcase
end
endmodule
==> run summary <==
run results: status finished clean, Comb gate area between 1500 and 2000 um^2, global-route wire length before repair between 20000 and 30000 um, worst r2r dst state[2], Slew Limit Fails 0, PortBufs around 260, Fin Hold WS just over 0.6 ns, top area contributor share ~63%, core area roughly 14000 um^2, Fmax between 0.5 and 0.6 GHz, Num CTS Buffers 23, Post-CTS Setup Inserts 0, setup violators final 0, Overflow after GRT 0, wire length per cell 18.0 um, # hold bufs at CTS 0, OpenROAD warning count 42, Yosys chip area 7210 um^2, ant diodes 0, die width between 100 and 150 um, Top cell excl fill/tap clkdlybuf4s50_1, Yosys Instances 574, post-route cell area 10500 um^2, via count between 5000 and 6000, register bit total from synthesis about 260, HPWL after DPL roughly 12000 um, FP Rows about 43, Clk pwr share between 40% and 50%, Lkg Pwr a little over 4 nW, CP Class reg2reg, Fin Clk Skew between 0.0007 and 0.0008 ns, GP Congestion roughly 0.85, Worst-Margin Slew around 0.73 ns, Pre-antenna DRT Iters 6, Sw Ratio a little under a fifth, Ys Warns 2, top cells, area dfxtp_1 63%, dlxtn_1 6.9%, mux2i_1 3.9%, nor2b_1 2.3%, a2bb2oi_1 2.2%, Routed Antenna Nets 0, clock transition at the registers of the reported paths approximately 0.060 ns, Syn Area/Cell roughly 13 um^2, Worst Setup End Kind register, Reg2Reg Depth 3, Critical-path top delay cell dfxtp_2, startpoint types register, internal cell power about 4.1 mW, drt via density about 5.1, Bufs on Longest Clock Path 3, register pins left without a clock 33, Post-Syn Instances between 500 and 600, CTS tree built, largest net degree at the start of global routing ~65, vias in the first global route around 5400, Net Switching about 0.93 mW, post-CTS sizing 0, initial antenna violation count 0, fp_density between 50% and 60%, Comb power frac under 10%, Cell Area, Synth between 7000 and 8000 um^2, reg2reg setup slack about 1.9 ns, Fill cells slightly above 900, most numerous logic cells after layout 257 x clkdlybuf4s50_1, 224 x dfxtp_1, 33 x dlxtn_1, PnR worst setup slack between 1.5 and 2 ns, CP peak stage delay 0.80 ns, Hold Crit Class reg2reg, Cell Type Count 39, die footprint ~15000 um^2, Buf/Inv on CP 1, DRC 0, post-layout minimum cycle time 1.85 ns, reg2reg start state[1], WL final between 15000 and 20000 um, Slew headroom between 50% and 60%, part of the power in registers between 50% and 60%, Worst path depth 3, PD cells ~470 nW/um^2, Top delay family on crit path flip-flops, endpoints left unconstrained approximately 66, Crit path required time 4.21 ns, placed inst area slightly below 10000 um^2, H-tree depth 1, DR iter-0 viols ~230, # IOs about 280, RSZ-0062 raised after global routing no, Tot GR Track Use 25.7%, crit-path max FO 37, register area slightly above 5000 um^2, VDD IR max 0.453 mV, crit-path cells buf_4 -> nand2_1 -> o21ai_0, Root Buffer Master clkbuf_16, Max Cap Viol 0, layout cells sized above 1 5.60%, WP data arrival between 2 and 2.5 ns, clock latency (worst-skew pair) 0.49 ns, Critical Path Start state[1], fin crit share 48.8%, TNS Setup 0 ns, Die Ht between 100 and 150 um, Synth area leader dfxtp_1, pre-CTS setup slack 1.98 ns, final hold vios 0, area growth from synthesis to layout 46.0%, Worst Setup EP state[2]
## metal layers
metal	track usage, %	part of all wire [%]	vias to the layer above
met2	39.8	46	203
met5	0	0	-
met4	7.39	3.2	0
met3	7.35	9.6	39
met1	37.1	41	2437
li1	-	-	2500
## power groups by stage
| stage | combinational [mW] | sequential, mW | clock [mW] |
|---|---|---|---|
| final | 0.284 | 2.54 | 2.15 |
| after global routing | 0.303 | 2.55 | 2.28 |
| after CTS | 0.287 | 2.54 | 2.19 |
## cell usage after synthesis (all sizes together)
cell type	number
and3	1
o22a	12
clkbuf	5
dlxtn	33
nor2b	26
nor2	15
conb	1
a21o	8
buf	30
o21a	9
inv	3
o211ai	9
or2	2
o221a	1
a22o	5
nand3b	6
mux2i	28
and2	1
a2bb2oi	18
o22ai	15
o2bb2ai	6
and2b	2
o221ai	12
a21bo	1
a211oi	5
a21oi	21
a22oi	5
nand2	27
dfxtp	227
o21ai	22
nand2b	16
mux2	2
## state kept, by name, indices dropped and copies added, names as in the netlist
name / count
R3: 32
transmitted_op: 32
R6: 32
state: 3
R2: 32
R5: 32
R1: 32
R0: 32
input_hold: 1
R4: 32
## logic make-up after synthesis
logic type / after synthesis / share of synthesized area, %
AOI/OAI and AO/OA: 149 / 14.8
buffers and inverters: 38 / 3.66
DFF: 227 / 63.0
latches: 33 / 6.87
muxes: 30 / 4.20
other: 1 / 0.0520
and+or+nand+nor: 96 / 7.41
## worst register-to-register path, cell delays in order (launching register included)
cell and delay (ns):
dfxtp_2 0.80, buf_4 0.53, nand2_1 0.26, o21ai_0 0.19
## stage by stage
stage                     std cells  power (mW)  utilization [%]
after global placement          981        2.87             70.1
after floorplan                 574        2.63                -
after detailed placement        981        2.88             70.1
final                          1020        4.98             75.2
after CTS                      1020        5.02             75.2
after global routing           1020        5.14             75.2
## final cells by class
| type | instances | share of cell area [%] |
|---|---|---|
| timing repair buffer | 262 | 24.8 |
| tap | 180 | 2.14 |
| clock inverter | 4 | 0.701 |
| inverter | 3 | 0.107 |
| clock buffer | 35 | 6.18 |
| multi-input combinational | 276 | 18.1 |
| sequential | 260 | 48.0 |
## how the worst min path moves through the flow
| stage | startpoint | endpoint | depth (start not counted) |
|---|---|---|---|
| after global routing | state[0] | state[0] | 1 |
| final | state[0] | state[0] | 1 |
| after CTS | state[0] | state[0] | 1 |
Power and IR drop assume default switching activity.
