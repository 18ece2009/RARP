## design/flow/design.v

```verilog
`timescale 1ns / 1ps
module rarp_rec(input_rec,hdw_length,pro_length,operation,hdr_type,proto_type,send_hdr_addr,send_ip_addr,target_hdr_addr,target_ip_addr,clk,rst,input_ack);
input [31:0]input_rec;
output reg [15:0] hdr_type;
output reg [15:0] proto_type;
output reg [47:0] send_hdr_addr;
output reg [31:0] send_ip_addr;
output reg [47:0] target_hdr_addr;
output reg [31:0] target_ip_addr;
output reg[7:0]hdw_length;
output reg [7:0]pro_length;
output reg [15:0]operation;
input clk;
input rst;
output reg input_ack=0;
 reg [31:0] R0=0;
 reg [31:0] R1=0;
 reg [31:0] R2=0;
 reg [31:0] R3=0;
 reg [31:0] R4=0;
 reg [31:0] R5=0;
 reg [31:0] R6=0;
 parameter s0=3'b000;
 parameter s1=3'b001;
 parameter s2=3'b010;
 parameter s3=3'b011;
 parameter s4=3'b100;
 parameter s5=3'b101;
 parameter s6=3'b110; 
reg [2:0]state;
reg [2:0]next_state=s0;
always@(posedge clk)
begin
state<=next_state;
end  
always@(state)
begin
case(state)
s0 : begin 
     next_state<=s1;
     R0<=input_rec;
     input_ack<=0;
     end
s1 : begin
     next_state<=s2;
     R1<=input_rec;
     end     
s2 : begin
     next_state<=s3;
     R2<=input_rec;
     end
s3 : begin 
     next_state<=s4;
     R3<=input_rec;
     end
s4 : begin 
     next_state<=s5;
     R4<=input_rec;
     end
s5 : begin 
     next_state<=s6;
     R5<=input_rec;
     end
s6 : begin 
     next_state<=s0;
     R6<=input_rec;
     input_ack<=1;
     end
default : next_state<=s0;
endcase
end
always@(posedge clk)
begin
if(rst)
begin
hdr_type<=0;
proto_type<=0;
send_hdr_addr<=0;
send_ip_addr<=0;
target_hdr_addr<=0;
target_ip_addr<=0;
end
else
begin
hdr_type=R0[31:16];
proto_type<=R0[15:0];
hdw_length<=R1[31:24];
pro_length<=R1[23:16];
operation<=R1[15:0];
send_hdr_addr<={R2,R3[31:16]};
send_ip_addr<={R3[15:0],R4[31:16]};
target_hdr_addr<={R4[15:0],R5};
target_ip_addr<=R6;
end
end
endmodule
```

## design/flow/run.sh

```bash
#!/bin/bash
# OpenROAD 26Q1-2900-gdf79404cd8, Yosys 0.63+post, stock flow scripts
make -C /OpenROAD-flow-scripts/flow DESIGN_CONFIG=/design/flow/config.mk WORK_HOME=/design/flow/orfs finish
```

## design/flow/config.mk

```make
export PLATFORM = sky130hd
export DESIGN_NAME = rarp_rec
export DESIGN_NICKNAME = rarp_rec
export VERILOG_FILES = /design/flow/design.v
export SDC_FILE = /design/flow/constraint.sdc
export NUM_CORES = 4
export LEC_CHECK = 1
export CORE_UTILIZATION = 50
```

## design/flow/constraint.sdc

```tcl
current_design rarp_rec

set clk_period 1.9
set clk_io_pct 0.2

create_clock -name clk0 -period $clk_period [get_ports {clk}]

set non_clock_inputs [all_inputs -no_clocks]
set_input_delay [expr $clk_period * $clk_io_pct] -clock clk0 $non_clock_inputs
set_output_delay [expr $clk_period * $clk_io_pct] -clock clk0 [all_outputs]
```

==> results.py <==
# Synthesis and PnR figures
metrics = {
    "run_status": {
        "status": "completed",
    },
    "floorplanning": {
        "fp.coreArea_sq_mm": 0.0188,
        "fp_util": 0.513,
        "die.size.y_um": 141,
        "die-area_sq_mm": 0.0199,
        "die_w_um": 141,
        "io_pins": 259,
        "rows": 50,
    },
    "power_and_ir_drop": {
        "p_switching_mw": 2.09,
        "pwr-share-comb": 0.046,
        "peakVddDrop_uv": 672,
        "p_leak_nw": 5.63,
        "p_clk_frac": 0.468,
        "p_int_mw": 8.38,
        "power-per-cell-area_mw_per_mm2": 782,
        "seqPwrFrac": 0.486,
        "power_mw": 10.5,
        "netSwitchingFraction": 0.199,
    },
    "finish": {
        "syn_to_final_growth_pct": 38.7,
        "layout-drive-gt1-share": 0.0548,
        "stdcell_area_sq_mm": 0.0134,
        "final_cells": 1228,
        "nFillCells": 1243,
        "utilization": 0.711,
    },
    "clock_tree": {
        "cts_root_buf": "clkbuf_16",
        "clk_pin_slew_ns": 0.06,
        "clockBufferDepth": 3,
        "h-tree-depth": 1,
        "cts_tree": "yes",
        "cts_buffers": 24,
        "ctsHoldBuffers": 0,
        "clkLatencyLatePin_ns": 0.51,
        "cts_resized": 0,
        "cts_setup_buffers": 0,
    },
    "logic_synthesis": {
        "yosysChipArea_sq_mm": 0.00965,
        "common_cells": "dfxtp_1 (195), dlxtn_1 (193), nor2b_1 (192)",
        "ys_async_sr_fraction": 0,
        "avgSynthCellArea_sq_um": 14.2,
        "yosysUniqueCellTypes": 20,
        "yosys_warnings": 1,
        "top_cells_by_area": "dfxtp_1 (40%), dlxtn_1 (30%), nor2b_1 (12%)",
        "syn-cell-area_sq_mm": 0.00965,
        "netlist.top_cell.by_area": "dfxtp_1",
        "top_cell_area_share": 0.404,
        "edf_count": 32,
        "synth_cells": 681,
        "ys_ff": 452,
        "yosys_most_used_dff": "dfxtp_1",
        "yosys_cells": 681,
        "synth.most_common_cell": "dfxtp_1",
    },
    "detailed_routing": {
        "vias": 5304,
        "dr.first_iter.drc_count": 135,
        "wirelength_um": 20000,
        "drt-wirelength-per-cell_um": 16.3,
        "first_pass_iters": 4,
        "drc": 0,
        "ant_nets": 0,
        "via_per_inst": 4.32,
        "insertedDiodeCount": 0,
    },
    "worst_setup_path": {
        "r2r_slack_ns": 0.87,
        "worstPathRequired_ns": 1.52,
        "cp-start-kind": "flop",
        "critPathTopFamily": "buffers and inverters",
        "slowest_stage": "clkdlybuf4s50_1",
        "rr_startpoint": "state[1]",
        "crit_fanout": 1,
        "cp_data_arrival_time_ns": 1.35,
        "worstSetupEndpointType": "output port",
        "path_cells": "clkdlybuf4s50_1",
        "critPathMaxStageDelay_ns": 0.54,
        "r2r_end": "state[1]",
        "worstSetupPathType": "flop to output port",
        "path_buffers": 1,
        "rr_worst_depth": 2,
    },
    "final_timing": {
        "untimed_endpoints": 258,
        "setup_viol": 0,
        "finalHoldViolations": 0,
        "unclocked_regs": 225,
        "fmax_ghz": 0.578,
        "period_minus_slack_ns": 1.73,
        "drv_slew": 0,
        "tns_ns": 0,
        "min_period_over_period": 0.911,
        "rsz0062_at_grt": "false",
        "slew_headroom": 0.443,
        "worstMarginPinSlew_ns": 0.836,
        "skew_ns": 0.00273,
    },
    "grt": {
        "grt_overflow_total": 0,
        "track_usage": 0.219,
        "grt_pass1_vias": 5170,
        "grt_pass1_wl_um": 30400,
        "grt_start_max_net_pins": 193,
        "antenna_found_initial": 0,
    },
    "run": {
        "maxCapViolations": 0,
        "warnings": 28,
    },
    "placement": {
        "dp.cells": 1184,
        "finalWeightedCongestion": 0.796,
        "dp_hpwl_um": 12400,
        "io_buffers": 258,
        "placed_area_sq_mm": 0.0125,
    },
    "hold_path": {
        "hold_path_end": "pro_length[7]",
        "min_from": "rst",
        "hp-class": "primary input to flop",
        "whs_path_depth": 2,
    },
}
[registers in the layout, indices dropped and copies added (netlist names), 32 cells and up]
register         count
R0                  32
R1                  32
R2                  32
R3                  32
R4                  32
R5                  32
R6                  32
send_hdr_addr       48
send_ip_addr        32
target_hdr_addr     48
target_ip_addr      32
[worst max path at each step]
| stage | startpoint | end | slack [ns] | depth (start not counted) |
|---|---|---|---|---|
| final | send_ip_addr[9] | send_ip_addr[9] | 0.17 | 1 |
| after global routing | send_hdr_addr[9] | send_hdr_addr[9] | 0.14 | 1 |
| after CTS | hdr_type[2] | hdr_type[2] | 0.16 | 1 |
[cells by family (layout without fill, tap and decap cells)]
family | count (synthesis) | in the layout | share of synthesized area
AND/OR/NAND/NOR | 202 | 202 | 0.131
AND-OR/OR-AND | 2 | 2 | 0.00143
latches | 225 | 225 | 0.350
buffers and inverters | 24 | 311 | 0.0126
flip-flops | 227 | 227 | 0.504
XOR/XNOR | 1 | 1 | 0.000908
[layer usage]
| layer | up-vias | share of wire | global-route usage |
|---|---|---|---|
| met5 | - | 0 | 0 |
| met4 | 0 | 0.020 | 0.0406 |
| met3 | 33 | 0.094 | 0.0751 |
| met2 | 177 | 0.46 | 0.324 |
| met1 | 2463 | 0.43 | 0.344 |
| li1 | 2631 | - | - |
[cells in the final DEF, fill, tap and decap left out]
cell type / instances
or3_2: 1
inv_2: 1
nand2b_1: 1
clkinv_4: 2
dlxtp_1: 32
or3_1: 1
nand3b_1: 1
nor2b_1: 192
dfxtp_1: 195
nand2_1: 3
dlxtn_1: 193
clkdlybuf4s50_1: 257
bufinv_16: 2
buf_6: 1
edfxtp_1: 32
o21ai_2: 1
clkbuf_8: 5
clkbuf_1: 4
buf_4: 5
and3_2: 1
buf_12: 2
clkinvlp_4: 1
clkinv_2: 3
or3b_1: 1
xnor2_1: 1
a21oi_1: 1
clkbuf_16: 27
and2b_2: 1
inv_1: 1
[through the flow]
step / setup WS [ns] / hold slack (ns)
global placement: 0.572 / 0.466
detailed placement: 0.516 / 0.486
CTS: 0.156 / 0.251
finish: 0.169 / 0.259
floorplan: 0.292 / 0.454
global route: 0.139 / 0.272
[area by class of cell]
type                       instances  area (sq um)  area share
timing repair buffer             265          2660       0.199
clock inverter                     8           100     0.00748
tap                              260           325      0.0243
inverter                           2          7.51    0.000561
sequential                       452          8240       0.616
multi-input combinational        205          1290      0.0962
clock buffer                      36           759      0.0567
[power by group through the flow]
stage / combinational [mW] / clock, mW / sequential, mW
after global routing: 0.530 / 5.20 / 5.09
after CTS: 0.493 / 4.99 / 5.09
final: 0.483 / 4.90 / 5.08
Power is estimated from default activity; no workload was simulated.
